`./config.mk`:
```
export PLATFORM = sky130hd
export DESIGN_NAME = project_2
export DESIGN_NICKNAME = project_2
export VERILOG_FILES = /design/flow/design.v
export SDC_FILE = /design/flow/constraint.sdc
export NUM_CORES = 4
export LEC_CHECK = 1
export CORE_UTILIZATION = 40
```
`./constraint.sdc`:
```
current_design project_2

set clk_period 5.2
set clk_io_pct 0.2

create_clock -name clk0 -period $clk_period [get_ports {clk}]

set non_clock_inputs [all_inputs -no_clocks]
set_input_delay [expr $clk_period * $clk_io_pct] -clock clk0 $non_clock_inputs
set_output_delay [expr $clk_period * $clk_io_pct] -clock clk0 [all_outputs]
```
`./design.v`:
```
module bldc_FSM(
	output wire [5:0]output_pins,
	input fsm_clk, pwm_input
);
	parameter AH_BL      = 3'b000; 
	parameter AH_CL      = 3'b001; 
	parameter BH_CL      = 3'b010; 
	parameter BH_AL      = 3'b011; 
	parameter CH_AL		= 3'b100;
	parameter CH_BL      = 3'b101;
	reg pin_11 = 1'b0; 
	reg pin_10 = 1'b0; 
	reg pin_09 = 1'b0; 	
	reg pin_5  = 1'b0; 
	reg pin_4  = 1'b0;
	reg pin_3  = 1'b0; 	
	reg [2:0] currentState;
	reg [2:0] nextState;
	assign output_pins[5]  = pin_11;
	assign output_pins[4]  = pin_10;
	assign output_pins[3]  = pin_09;
	assign output_pins[2]  = pin_5;
	assign output_pins[1]  = pin_4;
	assign output_pins[0]  = pin_3;
	always @ (posedge(fsm_clk))
		begin: stateMemory
			currentState <= nextState;	
		end
	always @(currentState)
		begin: nextStateLogic
			case(currentState)
				AH_BL:
					begin
						nextState = AH_CL;
					end
				AH_CL:
					begin 
						nextState = BH_CL;
					end
				BH_CL:
					begin
						nextState = BH_AL;
					end
				BH_AL:
					begin
						nextState = CH_AL;
					end
				CH_AL:
				   begin
						nextState = CH_BL;
					end
				CH_BL:
				   begin
						nextState = AH_BL;
					end
				default:
					begin
						nextState = AH_CL;
					end
			endcase
		end
	always @(currentState)
		begin: outputLogic
			case(currentState)
				AH_BL:
					begin
						pin_11   = pwm_input; 
						pin_10   = 1'b1; 
						pin_09   = 1'b0;
						pin_5    = 1'b1; 
						pin_4    = 1'b0;
						pin_3    = 1'b0;
					end
				AH_CL:
					begin 
						pin_11   = pwm_input; 
						pin_10   = 1'b0;
						pin_09   = 1'b1; 
						pin_5    = 1'b1; 
						pin_4    = 1'b0;
						pin_3    = 1'b0;
					end
				BH_CL:
					begin
						pin_11   = 1'b0;
						pin_10   = pwm_input; 
						pin_09   = 1'b1; 
						pin_5    = 1'b0;
						pin_4    = 1'b1; 
						pin_3    = 1'b0;
					end
				BH_AL:
					begin
						pin_11   = 1'b1; 
						pin_10   = pwm_input; 
						pin_09   = 1'b0;
						pin_5    = 1'b0;
						pin_4    = 1'b1; 
						pin_3    = 1'b0;
					end
				CH_AL:
					begin
						pin_11   = 1'b1; 
						pin_10   = 1'b0;
						pin_09   = pwm_input; 
						pin_5    = 1'b0;
						pin_4    = 1'b0;
						pin_3    = 1'b1; 
					end
				CH_BL:
					begin
						pin_11   = 1'b0;
						pin_10   = 1'b1; 
						pin_09   = pwm_input; 
						pin_5    = 1'b0;
						pin_4    = 1'b0;
						pin_3    = 1'b1; 
					end
				default:
					begin
						pin_11   = pwm_input; 
						pin_10   = 1'b1; 
						pin_09   = 1'b0;
						pin_5    = 1'b1; 
						pin_4    = 1'b0;
						pin_3    = 1'b0;
					end
			endcase
		end
endmodule	
module clock_divider_module(
	 output reg new_clk,
    input clk
    );
		reg [20:0] define_speed = 20'd125000;
		reg [20:0] count;
		reg [20:0] count2;
		always @ (posedge(clk))
			begin
				if(count == define_speed)
					begin
						count <= 20'b0;
						new_clk = ~new_clk;
					end      
				else
					begin
						count <= count + 1'b1;
						new_clk = new_clk;
					end
				if(define_speed > 62500)
					begin
						if(count2 < 1000)
							begin
								count2 <= count2 + 1;
							end
						else
							begin
								define_speed <= define_speed - 1;
								count2 <= 25'b0;
							end
				end
			end
endmodule
module project_2(output wire [5:0]output_pins,
					  input  wire clk, rst
);
		wire new_clk_net;
		wire interim_pwm_net;
		clock_divider_module cdm_1 (
				.new_clk(new_clk_net),
				.clk(clk)
		);	
		pwm #(.CTR_LEN(10)) pwm_1 (
				.pwm_q(interim_pwm_net),
				.clk(clk),
				.rst(~rst),
				.compare(10'd512)
		);
		bldc_FSM fsm1 (
				.output_pins(output_pins),
				.fsm_clk(new_clk_net),
				.pwm_input(interim_pwm_net)
		);
endmodule	
module pwm #(parameter CTR_LEN = 8) 
  (
	 output reg pwm_q,
    input clk,
    input rst,
    input [CTR_LEN - 1 : 0] compare    
  );
  reg pwm_d; 
  reg [CTR_LEN - 1: 0] counter_d, counter_q;			 
  always @(*) begin
    counter_d = counter_q + 1'b1;
    if (compare > counter_q)		 
      pwm_d = 1'b1;
    else
      pwm_d = 1'b0;
  end
  always @(posedge clk) begin
    if (rst) 
		 begin
			counter_q <= 1'b0;
		 end 
	 else 
		begin
			counter_q <= counter_d;
		end
    pwm_q <= pwm_d;					 
  end
endmodule
```
`./run.sh`:
```
#!/bin/bash
# OpenROAD 26Q1-2900-gdf79404cd8, Yosys 0.63+post, stock flow scripts
make -C /OpenROAD-flow-scripts/flow DESIGN_CONFIG=/design/flow/config.mk WORK_HOME=/design/flow/orfs finish
```
==> flow_metrics.py <==
# Metrics from the implementation run
metrics = {
    "clock_tree": {
        "numCtsBuffers": 9,
        "worstSkewPairLatency_ns": 0.35,
        "cts.htree.levels": 3,
        "cts_tree": "done",
        "clockBufferDepth": 2,
        "cts-root-buf": "clkbuf_8",
        "post_cts_buffers": 0,
        "cts_hold_buf": 0,
        "clk_pin_slew_ns": 0.08,
        "post_cts_resized": 0,
    },
    "timing": {
        "hold_slack_ns": 0.431,
        "fin_skew_ns": 0.0103,
        "setup_tns_ns": 0,
        "finalHoldViolCount": 0,
        "unclocked_pins": 3,
        "setup_viol": 0,
        "unconstrained_endpoints": 6,
        "rsz0062_at_grt": "no",
        "min_period_ns": 2.55,
        "clock.fmax_mhz": 392,
        "period_used_pct": 49.0,
        "final.setup.worst_slack_ns": 2.65,
        "maxSlewViolCount": 0,
    },
    "synth": {
        "synth_top_cell_by_area": "edfxtp_1",
        "async_flop_share_pct": 0,
        "ys.flop_type": "edfxtp_1",
        "ys_warn_count": 3,
        "synth_stat.cells": 353,
        "ys_seq_share_pct": 52.3,
        "avgSynthCellArea_sq_um": 10.8,
        "ys_chip_area_sq_um": 3810,
        "most_common_cell": "edfxtp_1",
        "synth.top_cells.by_count": "edfxtp_1 (43), xnor2_1 (37), dfxtp_1 (35)",
        "synth_cells": 353,
        "synth.distinct_cells": 40,
        "syn_area_sq_um": 3810,
        "edf_count": 43,
        "synth_flops": 78,
        "synth.top_cell.area_share_pct": 33.9,
        "top_cells_by_area": "edfxtp_1 (34%), dfxtp_1 (18%), xnor2_1 (8.5%)",
    },
    "global_routing": {
        "grt.overflow.total": 0,
        "antenna_found_initial": 0,
        "grt_pass1_vias": 2380,
        "grt_use_total_pct": 15.0,
        "grt_max_degree": 23,
        "grt_first_pass_wirelength_mm": 11.5,
    },
    "route": {
        "drt-total-wl_mm": 6.52,
        "final_antenna_net_count": 0,
        "drt_iter0_drc": 143,
        "viasPerCell": 4.94,
        "drcViolationCount": 0,
        "vias": 2467,
        "dr.pass1.iters": 4,
        "avgRoutedWirePerCell_microns": 13.1,
        "n_antenna_cell": 0,
    },
    "floorplan": {
        "die_h_microns": 99.6,
        "die_area_sq_um": 9920,
        "coreArea_sq_um": 9240,
        "pin_count": 8,
        "num_rows": 35,
        "fp_util_pct": 41.2,
        "die_w_microns": 99.6,
    },
    "finish": {
        "drive_gt1_share_pct": 7.84,
        "final_cells": 499,
        "fin_util_pct": 46.5,
        "area_growth_pct": 12.8,
    },
    "setup_path": {
        "critPathMaxFanout": 3,
        "crit_path_cell_trace": "inv_1 -> mux2i_1 -> nor2_1 -> nor2_1 -> clkdlybuf4s50_1",
        "critPathBufInv": 2,
        "cpPeakStageDelay_ns": 0.47,
        "reg2reg_depth": 5,
        "path_common_cell": "nor2_1",
        "critPathLaunchType": "register",
        "path_delay_family": "buffers and inverters",
        "path_class": "reg2out",
        "slowest_stage": "clkdlybuf4s50_1",
        "cp-end-kind": "output pin",
        "crit_arrival_ns": 1.51,
        "worstPathRequired_ns": 4.16,
        "cp.depth": 5,
    },
    "pwr": {
        "leakagePower_nw": 1.52,
        "peakVddDrop_mv": 0.161,
        "p_per_area_nw_per_um2": 329,
    },
    "flow_run": {
        "tool_warnings": 27,
        "maxCapViolCount": 0,
    },
    "min_path": {
        "worstHoldPathType": "reg2reg",
        "hold_path_depth": 1,
    },
    "placement": {
        "dpl.hpwl_mm": 4.36,
        "pre_cts_ws_ns": 2.90,
        "placed_cells": 483,
        "place.gp.congestion": 0.856,
        "place.port_buffers": 7,
    },
    "status": {
        "status": "finished clean",
    },
}
-- final cells by class --
type	instances	area, sq um
clock buffer	9	124
clock inverter	7	146
fill	860	4940
inverter	12	45.0
multi-input combinational	253	1730
sequential	78	1990
tap	129	161
timing repair buffer	11	100
-- metal layers --
| metal | part of all wire, % | track usage [%] | vias to the layer above | routed length, microns |
|---|---|---|---|---|
| met2 | 43 | 21.9 | 33 | 2800 |
| li1 | - | - | 1279 | - |
| met1 | 52 | 25.3 | 1148 | 3380 |
| met5 | 0 | 0 | - | 0 |
| met3 | 3.9 | 2.93 | 7 | 253 |
| met4 | 1.3 | 1.92 | 0 | 82 |
-- state kept, by name, summed over array words and instances, names as in the netlist --
signal / cells
cdm_1.count2: 21
pwm_1.counter_q: 10
cdm_1.count: 21
pwm_1.pwm_q: 1
cdm_1.new_clk: 1
fsm1.currentState: 3
cdm_1.define_speed: 21
-- kinds of logic after synthesis --
family / after synthesis / share of synthesized area [%]
fa+ha+maj: 5 / 1.64
simple gates: 126 / 19.3
flops: 78 / 52.3
mux: 1 / 0.263
other cells: 1 / 0.0985
compound gates: 46 / 7.69
buf+inv: 32 / 3.97
xor+xnor: 64 / 14.7
-- path summary, 6_finish.rpt --
check                        start               endpoint  slack [ns]
min             pwm_1.counter_q[9]            pwm_1.pwm_q        0.43
max                    pwm_1.pwm_q         output_pins[4]        2.65
max reg2reg  cdm_1.define_speed[4]  cdm_1.define_speed[1]        2.89
min reg2reg     pwm_1.counter_q[9]            pwm_1.pwm_q        0.43
-- power breakdown --
group,leakage [nW],internal [W],switching (W)
registers,0.729,0.000666,0.0000435
logic,0.651,0.0000495,0.0000492
clock network,0.135,0.000372,0.000232
total,1.52,0.00109,0.000324
-- layout by cell type (no fill, tap or decap), types with 5 or more instances in the layout --
master	Yosys	final
xor2_1	27	27
conb_1	1	11
or4_1	9	9
ha_1	5	5
clkdlybuf4s50_1	0	7
a22oi_1	8	8
nand2_1	14	14
and3_1	8	8
edfxtp_1	43	43
xnor2_1	37	37
nor2_1	21	21
and2_1	11	11
nand4_1	10	10
o21ai_0	8	8
clkbuf_8	0	9
and4_1	6	6
dfxtp_1	35	35
inv_1	12	12
nand3_1	16	16
a21oi_1	14	14
o31ai_1	8	7
nor3_1	6	6
or3_1	10	10
-- through the flow --
| stage | area, sq um | power [W] |
|---|---|---|
| after floorplan | 3850 | 0.000792 |
| final | 4300 | 0.00141 |
| after global routing | 4300 | 0.00147 |
| after detailed placement | 4030 | 0.000821 |
| after global placement | 4030 | 0.000821 |
| after CTS | 4300 | 0.00143 |
Power is estimated from default activity; no workload was simulated.
